==> flow/design.v <==
`timescale 1ns / 1ps
module memory #( parameter depth =16,parameter addr_w=4,parameter data_w=32)
(BE,ADDR_M, Mem_WE, IN_DATA_M, OUT_DATA_MM, clk);
input clk;
input  [3:0]             BE;
input  			          Mem_WE;
input  [addr_w-1:0]       ADDR_M;
input  [data_w-1:0]       IN_DATA_M;
output [data_w-1:0]       OUT_DATA_MM;
wire    [data_w-1:0]       OUT_DATA_M;
wire [31:0] mask;
assign mask = { {8{BE[3]}},{8{BE[2]}},{8{BE[1]}},{8{BE[0]}}};
reg [data_w-1:0] data_mem [depth-1:0];
assign OUT_DATA_MM = OUT_DATA_M;
assign OUT_DATA_M = data_mem[ADDR_M];
	 always @(negedge clk)begin 
		if(Mem_WE==1'b1) begin  
			data_mem[ADDR_M]= (~mask) & IN_DATA_M;
		end
	end 
endmodule
==> flow/run.sh <==
#!/bin/bash
# OpenROAD 26Q1-2900-gdf79404cd8, Yosys 0.63+post, stock flow scripts
make -C /OpenROAD-flow-scripts/flow DESIGN_CONFIG=/design/flow/config.mk WORK_HOME=/design/flow/orfs finish
==> flow/config.mk <==
export PLATFORM = sky130hd
export DESIGN_NAME = memory
export DESIGN_NICKNAME = memory
export VERILOG_FILES = /design/flow/design.v
export SDC_FILE = /design/flow/constraint.sdc
export NUM_CORES = 4
export LEC_CHECK = 1
export CORE_UTILIZATION = 30
==> flow/constraint.sdc <==
current_design memory

set clk_period 7.2
set clk_io_pct 0.2

create_clock -name clk0 -period $clk_period [get_ports {clk}]

set non_clock_inputs [all_inputs -no_clocks]
set_input_delay [expr $clk_period * $clk_io_pct] -clock clk0 $non_clock_inputs
set_output_delay [expr $clk_period * $clk_io_pct] -clock clk0 [all_outputs]
==> impl_metrics.json <==
{
  "cts_buffers": 53,
  "placed_cell_area_um2": 21800,
  "critPathKind": "flop to output port",
  "rsz0062_at_grt": "no",
  "largest_register_ffs": 512,
  "max_cap_violations": 0,
  "dr_wl_met2_mm": 19.9,
  "worstMarginPinSlew_ps": 981,
  "timing.hold.worst.start": "ADDR_M[1]",
  "via_per_inst": 4.43,
  "grt_pass1_vias": 12400,
  "die_area_um2": 65800,
  "antenna_found_initial": 1,
  "finish.instance_area_um2": 25700,
  "place.gp.congestion": 0.751,
  "fillCellCount": 5483,
  "ioPinCount": 74,
  "post_cts_buffers": 0,
  "worstSetupStartpointType": "flop",
  "drtPass1Iterations": 6,
  "ant_nets": 0,
  "grt_usage": 0.137,
  "via_count": 10500,
  "slew_headroom": 0.345,
  "routed_wl_mm": 41.1,
  "netlist_area_um2": 19400,
  "dp_hpwl_mm": 21.9,
  "power.leakage_nw": 9.53,
  "final_common_cell": "inv_1",
  "peakVddDrop_mv": 0.158,
  "power_density_nw_per_um2": 295,
  "critPathArrivalTime_ps": 5670,
  "setup_tns_ps": 0,
  "rows": 92,
  "cp_max_fo": 1,
  "routed.top_layer": "met4",
  "drcViolationCount": 0,
  "antenna_cells": 0,
  "synth_area_per_cell_um2": 23.1,
  "slowest_delay_ps": 490,
  "ys_seq_frac": 0.791,
  "initCoreUtil": 0.306,
  "areaGrowthSynthToFinish_pct": 32.3,
  "wl_met1_mm": 15.6,
  "ys_area_um2": 19400,
  "status": "completed",
  "min_path_cells": 5,
  "synth_warnings": 1,
  "clk_path_buf_depth": 3,
  "path_clk_slew_ps": 30,
  "root_buffer": "clkbuf_16",
  "crit_required_ps": 5760,
  "cts_tree": "yes",
  "wl_per_cell_um": 17.3,
  "maxSlewViolCount": 0,
  "drt_iter0_markers": 429,
  "lay_top_cells": "inv_1, edfxtp_1, mux4_2, clkbuf_16",
  "grt_start_max_net_pins": 47,
  "die_x_um": 256,
  "path_cells": "mux4_2 > a22oi_2 > nand2_1 > dlygate4sd2_1",
  "grt_pass1_wl_mm": 64.0,
  "hp-class": "input port to output port",
  "holdWs_ps": 3590,
  "ys.flops": 512,
  "crit_slowest_cell": "mux4_2",
  "finalSetupViolCount": 0,
  "wl_met3_mm": 4.91,
  "ys_cells": 841,
  "syn-instance-count": 841,
  "die_h_um": 256,
  "min_to": "OUT_DATA_MM[3]",
  "cts_sinks": 512,
  "hold_violations": 0,
  "drive_gt1_frac": 0.223,
  "core_area_um2": 63500,
  "h-tree-depth": 2,
  "grt_overflow": 0,
  "port_buffers": 73,
  "warning_count": 539,
  "ys_types": 18,
  "finalPower_w": 0.00758,
  "cp-end-kind": "output port"
}
## power breakdown
group / internal, W / switching, W / leakage [nW]
combinational: 0.000165 / 0.000194 / 1.88
sequential: 0.00337 / 0.0000116 / 4.07
clock: 0.00210 / 0.00174 / 3.58
## logic make-up after synthesis
kind of cell,after synthesis,share of synthesized area
AOI/OAI and AO/OA,64,0.0247
buffers and inverters,46,0.0121
DFF,512,0.791
muxes,128,0.148
and+or+nand+nor,91,0.0233
## critical path, delay by kind of cell (launching register included)
kind                   cells  cell delay (ps)
multiplexers               1              490
flip-flops                 1              340
buffers and inverters      1              260
AND-OR/OR-AND              1              250
AND/OR/NAND/NOR            1              140
## synthesized netlist by cell type
cell type | n | share of area
a22oi_1 | 64 | 0.025
and2_1 | 1 | 0.00032
buf_1 | 3 | 0.00058
buf_2 | 11 | 0.0028
buf_4 | 1 | 0.00039
buf_6 | 6 | 0.0035
clkbuf_1 | 24 | 0.0046
edfxtp_1 | 512 | 0.79
inv_1 | 1 | 0.00019
mux4_2 | 128 | 0.15
nand2_1 | 33 | 0.0064
nand2b_1 | 2 | 0.00064
nand3_1 | 1 | 0.00026
nand3b_1 | 2 | 0.00077
nor2_1 | 13 | 0.0025
nor2b_1 | 34 | 0.011
nor3_1 | 4 | 0.0010
or3b_2 | 1 | 0.00045
## how the worst max path moves through the flow
stage	startpoint	endpoint
4_1_cts	data_mem[3][8]	OUT_DATA_MM[8]
5_1_grt	data_mem[3][13]	OUT_DATA_MM[13]
6_report	data_mem[3][28]	OUT_DATA_MM[28]
## stage by stage
step | worst slack (ps) | cells | utilization
final | 87.3 | 2373 | 0.404
after global routing | 0.531 | 2373 | 0.404
after CTS | -128 | 2373 | 0.403
after detailed placement | 220 | 1770 | 0.342
after global placement | 217 | 1770 | 0.342
after floorplan | -495 | 841 | -
## routing by layer
metal	vias up	global-route usage
met2	500	0.191
met3	51	0.109
met4	0	0.0582
met5	-	0
met1	5086	0.158
li1	4871	-
## area by class of cell
cell class              instances  area [um^2]  share of cell area
flip-flops and latches        512        15400               0.598
clock inverters               551         2390              0.0930
multi-input cells             283         4190               0.163
repair buffers                128         1360              0.0529
well taps                     846         1060              0.0412
clock buffers                  53         1330              0.0516
## what timing repair did
action                                  4_1_cts  5_1_grt
resized                                      52       30
endpoints found under the setup margin       32       16
hold buffers                                  0        0
pin swaps                                    32       21
No activity file was given, so power comes from the tool's default toggle rates.
