`./run.sh`:
```
#!/bin/bash
# OpenROAD 26Q1-2900-gdf79404cd8, Yosys 0.63+post, stock flow scripts
make -C /OpenROAD-flow-scripts/flow DESIGN_CONFIG=/design/flow/config.mk WORK_HOME=/design/flow/orfs finish
```
`./config.mk`:
```
export PLATFORM = sky130hd
export DESIGN_NAME = ALU_RSIC
export DESIGN_NICKNAME = ALU_RSIC
export VERILOG_FILES = /design/flow/design.v
export SDC_FILE = /design/flow/constraint.sdc
export NUM_CORES = 4
export LEC_CHECK = 1
export CORE_UTILIZATION = 50
```
`./constraint.sdc`:
```
current_design ALU_RSIC

set clk_period 11.2
set clk_io_pct 0.2

create_clock -name clk0 -period $clk_period

set non_clock_inputs [all_inputs -no_clocks]
set_input_delay [expr $clk_period * $clk_io_pct] -clock clk0 $non_clock_inputs
set_output_delay [expr $clk_period * $clk_io_pct] -clock clk0 [all_outputs]
```
`./design.v`:
```
`timescale 1ns / 1ps
module ALU_RSIC(ALU_IN1,ALU_IN2,ALU_OUT,SEL_ALU
    );
input  [31:0] ALU_IN1,ALU_IN2;
input  [3:0]  SEL_ALU;  
output [31:0] ALU_OUT;
reg    [31:0] ALU_OUT; 
wire   [31:0] ALU_IN_COMP;  
assign ALU_IN_COMP = (SEL_ALU[3]== 1'b1)? ~ALU_IN2:ALU_IN2;
always @(*) begin 
	case (SEL_ALU[2:0])  
		3'b000:begin #0.05  ALU_OUT= ALU_IN1 + ALU_IN_COMP + SEL_ALU[3]; end
		3'b110:begin #0.05  ALU_OUT= ALU_IN1 | ALU_IN2;                  end
		3'b111:begin #0.05  ALU_OUT= ALU_IN1 & ALU_IN2;                  end
		default:     #0.05  ALU_OUT =32'hx;
	endcase	
end
endmodule
```
==> job_summary.md <==
## Implementation flow summary

| Metric | Value |
|---|---|
| Flop Count | 0 |
| Chip area | 5711 µm² |
| Commonest cells post-synth | nand2_1, a21oi_1, xor2_1, ha_1, nor2_1 |
| Cell variety after synth | 53 |
| Max-cap violations | 0 |
| Leakage | 1.546 nW |
| First-pass GRT wire length | 10,990 µm |
| Post-cts resize count | 0 |
| Vias in the first global route | 2,551 |
| Total chip power | 0.2724 mW |
| Max stage delay on crit path | roughly 0.47 ns |
| Tcrit/Tclk final | 69.83% |
| Slew margin rel. | 61.05% |
| Ratio of total power to cell area | around 73 nW/µm² |
| Crit Path Max Fanout | 34 |
| CP cell instances | buf_2 > buf_4 > xor2_1 > ha_1 > and3_1 > a211oi_2 > a311o_2 > a21oi_2 > or2_4 > a2111oi_4 > nor3_1 > nor3_2 > clkdlybuf4s50_1 |
| Initial DRC Count | 99 |
| Slowest stage cell, crit path | clkdlybuf4s50_1 |
| Max Slew Vio Count | 0 |
| Largest area contributor in the netlist | ha_1 |
| Total of clock buffers placed in the layout | 0 |
| Status | finished, final reports clean |
| Final Instance Area | approximately 3700 µm² |
| Worst Tran Pin Value | 0.5835 ns |
| Row count | 26 |
| FF+latch area | 0 µm² |
| Drt drc | 0 |
| Fmax | between 0.1 and 0.15 GHz |
| Die height | 75.57 µm |
| Post-CTS Setup Bufs | 0 |
| Yosys synthesis chip area | 2706 µm² |
| GRT Util Overall | 24.26% |
| Via density | 5.564 |
| Largest net degree at the start of global routing | 41 |
| Biggest area cells | ha_1, xor2_1, maj3_1 |
| Hold crit path type | input port to output pin |
| Final setup vio count | 0 |
| Die Span X | 75.57 µm |
| Setup TNS | 0 ns |
| Fp_density | 52.32% |
| WL final | 6813 µm |
| CP startpoint kind | input port |
| Buffers added on ports | 100 |
| CP endpoint kind | output pin |
| Via count | 2,999 |
| Post-DRT Antenna Nets | 0 |
| GRT overflow | 0 |
| Syn. warnings | 1 |
| # Cells Yosys | 387 |
| Num ports | approximately 100 |
| Placer Congestion | ~0.89 |
| Core area | 5172 µm² |
| Share of layout cells above drive strength 1 | under 10% |
| Area leader share | 15.26% |
| Area of placed instances | 3732 µm² |
| CTS Hold Buffers Added | 0 |
| Log Warnings | 36 |
| Post-layout min period | 7.821 ns |
| Setup Crit Path Kind | input port to output pin |
| RSZ-0062 raised after global routing | no |
| Post-Synthesis Cells | around 390 |
| VDD IR max | 39.52 µV |
| CP arrival | about 5.6 ns |
| HPWL after DPL | ~5400 µm |
| Drt wl/cell | 12.64 µm |
| Top-count cell post-synth | nand2_1 |
| Post-synthesis average cell area | 6.993 µm² |
| Layout area overhead | 37.91% |
| Synth Seq Share | 0% |
| Antenna cells | 0 |
| Initial antenna violation count | 0 |
| Hold Vio Cnt, Final | 0 |
| Cell Area, Synth | 2706 µm² |
| DR pass1 iterations | 4 |
| Worst EP required | 8.96 ns |
| Worst hold margin | 5.465 ns |
[cell families after synthesis]
kind of cell             after synthesis  share of synthesized area [%]
multiplexers                           2                         0.7397
XOR/XNOR                              55                          17.80
buffers and inverters                 27                          3.791
adder cells (fa/ha/maj)               62                          26.35
AND-OR/OR-AND                        131                          32.32
AND/OR/NAND/NOR                      110                          19.00
[through the flow]
stage / instances / utilization, % / worst slack, ns
finish: 539 / 72.16 / 3.379
global route: 539 / 72.16 / 3.069
CTS: 539 / 72.16 / 3.370
detailed placement: 539 / 72.16 / 3.387
global placement: 539 / 72.16 / 3.430
floorplan: 387 / - / 4.029
[where the power goes]
group	leakage, nW	internal, mW	switching (mW)
Combinational	1.55	0.153	0.120
Clock	0	0	0
Sequential	0	0	0
Total	1.55	0.153	0.120
[final cells by class]
cell class | instances | area [µm²]
multi-input cells | 360 | 2604
fillers | 427 | 1440
repair buffers | 103 | 1018
well taps | 70 | 87.58
inverters | 6 | 22.52
[metal layers]
metal / part of all wire (%) / global-route usage (%) / up-vias
met5: 0 / 0 / -
met4: 0 / 0.8230 / 0
met3: 4.8 / 1.475 / 0
met2: 46 / 43.06 / 94
met1: 50 / 34.40 / 1332
li1: - / - / 1573
[worst paths after layout]
| check | startpoint | end | cells past startpoint |
|---|---|---|---|
| max | SEL_ALU[3] | ALU_OUT[28] | 13 |
| min | ALU_IN1[0] | ALU_OUT[0] | 3 |
[worst max-delay path, delay by kind of cell]
| kind | cells | cell delay [ns] |
|---|---|---|
| buffers and inverters | 3 | 0.99 |
| AOI/OAI and AO/OA | 4 | 0.97 |
| adders and majority gates | 1 | 0.31 |
| xor gates and xnor gates | 1 | 0.24 |
| and+or+nand+nor | 4 | 0.81 |
[cells in the final DEF (no fill, tap or decap), types with 2 or more instances in the layout]
master           netlist  routed
o21bai_1               3       3
a21o_1                18      18
a311oi_1               2       2
maj3_1                28      28
nor2_1                29      29
o22ai_1                4       4
or2_2                  3       3
nand4_1                4       4
xor2_1                41      41
and3_1                 5       5
a21boi_0               3       3
inv_1                  5       5
o21ai_0               27      27
a2111oi_4              2       2
a211oi_1               2       2
clkdlybuf4s50_1        0      99
nand3_1                7       7
nor3_1                 4       4
o211ai_1               4       4
a21oi_1               41      41
a211oi_2               2       2
buf_4                  0       3
o21a_1                 3       3
a31oi_1                3       3
o31ai_1                6       6
xnor2_1               14      14
and2_1                 5       5
nand2_1               42      42
nor2b_1                2       2
mux2i_1                2       2
nand2b_1               2       2
ha_1                  33      33
No activity file was given, so power comes from the tool's default toggle rates.
