**./config.mk**
```make
export PLATFORM = sky130hd
export DESIGN_NAME = REG_FILE
export DESIGN_NICKNAME = REG_FILE
export VERILOG_FILES = /design/flow/design.v
export SDC_FILE = /design/flow/constraint.sdc
export NUM_CORES = 4
export LEC_CHECK = 1
export CORE_UTILIZATION = 40
```
**./constraint.sdc**
```tcl
current_design REG_FILE

set clk_period 9.9
set clk_io_pct 0.2

create_clock -name clk0 -period $clk_period [get_ports {CLK}]

set non_clock_inputs [all_inputs -no_clocks]
set_input_delay [expr $clk_period * $clk_io_pct] -clock clk0 $non_clock_inputs
set_output_delay [expr $clk_period * $clk_io_pct] -clock clk0 [all_outputs]
```
**./design.v**
```verilog
`timescale 1ns / 1ps
module REG_FILE( ADD_A,ADD_B,ADD_D,REG_A,REG_B,REG_D,WE,CLK
    );
input  CLK,WE;
input  [4:0] ADD_A,ADD_B,ADD_D;
input  [31:0] REG_D;
output [31:0] REG_A,REG_B; 
reg    [31:0] reg_file [31:0];
assign  #0.05 REG_A= (ADD_A==5'b00000)?  32'h00000000:reg_file [ADD_A] ;  
assign  #0.05 REG_B= (ADD_B==5'b00000)?  32'h00000000:reg_file [ADD_B] ;
always @(posedge CLK ) begin  
	if (WE==1'b1) 
		reg_file[ADD_D]<=REG_D; 
end
endmodule
```
**./run.sh**
```bash
#!/bin/bash
# OpenROAD 26Q1-2900-gdf79404cd8, Yosys 0.63+post, stock flow scripts
make -C /OpenROAD-flow-scripts/flow DESIGN_CONFIG=/design/flow/config.mk WORK_HOME=/design/flow/orfs finish
```
==> impl_metrics.csv <==
group,metric,value,unit
detailed_routing,wl,147000,µm
status,status,"finished clean",
final_timing,final_max_slew_viol_count,0,
global_routing,grt_pass1_vias,29900,
global_routing,grt_max_degree,86,
cts,cts_sinks,1024,
cts,cts_setup_buffers,0,
synth,yosysWarnings,1,
synth,top_cells_by_count,"1024 x edfxtp_1, 425 x mux4_2, 183 x mux2i_1, 104 x clkbuf_1, 65 x nand2_1",
cts,clk_pin_slew,60,ps
synth,syn_inst,2400,
final_layout,largest_reg_flops,1024,
pwr,peakVddDrop,0.143,mV
worst_setup_path,cp_max_fo,36,
synth,syn-cell-area,47000,µm²
worst_hold_path,hold_class,"in -> reg",
final_timing,period_minus_slack,8310,ps
die,die-area,119000,µm²
cts,numCtsBuffers,104,
cts,holdBufCountCts,0,
place,dp_hpwl,89600,µm
synth,yosysMostFrequentCell,"edfxtp_1",
pwr,total_power,9570,µW
pwr,power_density,178,nW/µm²
final_timing,finalSetupViolCount,0,
cts,cts_tree,"done",
final_timing,rsz0062_at_grt,"false",
global_routing,grt_use_met3,0.256,
worst_setup_path,worst_ep_arrival_time,6330,ps
cts,root_buffer,"clkbuf_16",
worst_setup_path,required,7920,ps
detailed_routing,vias_per_cell,6.33,
final_timing,clock.fmax,120,MHz
worst_setup_path,crit_type,"in -> out",
synth,ys_seq_frac,0.655,
global_routing,antenna_found_initial,11,
place,io_buffers,112,
worst_setup_path,cp_cell_sequence,"clkdlybuf4s50_1 > and2_4 > buf_4 > a22o_1 > a2111oi_0 > nor3_1 > buf_4 > clkdlybuf4s50_1",
synth,top_area_frac,0.655,
cts,ctsResizeCount,0,
run,cap_violations,0,
die,fp_util,0.404,
synth,synth_flops,1024,
worst_setup_path,startpoint,"ADD_B[3]",
die,rows,125,
synth,edf_count,1024,
detailed_routing,post_drt_wl_per_cell,35.3,µm
final_timing,hold_viol_final,0,
cts,clockBufferDepth,3,
die,ioPinCount,113,
detailed_routing,drt-pass1-iter-count,7,
worst_setup_path,crit_slowest_cell,"nor3_1",
synth,ys.flop_type,"edfxtp_1",
place,gp_congestion,0.892,
synth,ys_top_cells_by_area,"edfxtp_1 65%, mux4_2 20%, mux2i_1 3.9%",
detailed_routing,drt_iter0_markers,1510,
global_routing,use_met2,0.393,
worst_setup_path,crit_family,"buffers and inverters",
detailed_routing,vias,26300,
die,fp.coreArea,116000,µm²
synth,avgSynthCellArea,19.6,µm²
worst_setup_path,path_depth,8,
global_routing,grt.total_usage,0.275,
synth,async_flop_share,0,
cts,htreeDepth,3,
final_layout,largest_register,"reg_file",
synth,ys_cells,2400,
pwr,p_leak,0.0170,µW
worst_setup_path,slowest_delay,1070,ps
die,fp.dieW,345,µm
synth,ys_area,47000,µm²
synth,yosys.area.top_type,"edfxtp_1",
detailed_routing,final_antenna_net_count,0,
detailed_routing,drc,0,
global_routing,grt.overflow.total,0,
final_timing,tns,0,ps
final_timing,tightest_slew,1310,ps
global_routing,busiest_layer,"met2",
die,fp.dieH,345,µm
worst_setup_path,endpoint_kind,"output pin",
run,tool_warnings,26,
worst_hold_path,holdCritStartpoint,"REG_D[17]",
global_routing,grt_use_met1,0.295,
global_routing,grt_pass1_wl,209000,µm
final_layout,drive_above_1_share,0.286,
final_timing,max-slew-margin-rel,0.121,
final_layout,area_delta_synth_final,14.2,%
final_layout,biggestRegsByFlops,"reg_file: 1024 flops",
synth,synth_cell_type_count,40,
final_timing,period_used_share,0.839,
worst_setup_path,crit_path_start_kind,"primary input",
worst_setup_path,crit_buf_inv,4,
worst_setup_path,endpoint,"REG_B[28]",
-- worst min path at each step --
| stage | to | cells after the start |
|---|---|---|
| after CTS | reg_file[25][27] | 2 |
| after global routing | reg_file[14][17] | 2 |
| final | reg_file[13][17] | 2 |
-- placed cells by master, fill, tap and decap left out, types with 14 or more instances in the layout --
cell type,Yosys,layout
a22o_1,62,62
mux4_2,425,425
clkbuf_16,0,106
mux2_1,19,19
o221ai_1,31,31
mux2i_1,183,183
nor2_4,0,33
a21oi_1,46,46
clkbuf_1,104,26
clkinv_1,0,26
a2111oi_0,31,31
clkdlybuf4s50_1,0,105
a211oi_1,47,47
a221oi_1,23,23
buf_4,20,119
a211o_1,23,23
clkinv_2,0,14
edfxtp_1,1024,1024
inv_1,25,24
nand2_1,65,64
nor3_1,32,32
o22ai_1,55,55
-- metal layers --
layer / up-vias / wire (µm)
met5: - / 494
met4: 24 / 4610
met3: 283 / 31100
met2: 2101 / 67100
met1: 13200 / 43300
li1: 10700 / -
-- power breakdown --
part / leakage (µW) / switching, µW / internal [µW]
combinational: 0.00621 / 506 / 369
sequential: 0.00922 / 21.3 / 4830
clock: 0.00160 / 1650 / 2200
-- cell type report --
| type | instances | area, µm² |
|---|---|---|
| Fill cell | 9486 | 62700 |
| Clock inverter | 61 | 566 |
| Timing Repair Buffer | 237 | 2160 |
| Antenna cell | 4 | 10.0 |
| Multi-Input combinational cell | 1150 | 15400 |
| Clock buffer | 132 | 2750 |
| Sequential cell | 1024 | 30700 |
| Inverter | 25 | 96.3 |
| Tap cell | 1524 | 1910 |
-- logic make-up after synthesis --
logic type             synth area share
buffers and inverters            0.0231
and+or+nand+nor                  0.0194
AOI/OAI and AO/OA                0.0541
DFF                               0.655
muxes                             0.249
-- through the flow --
step           setup slack, ps  instance area [µm²]  cells  utilization  hold slack, ps
5_1_grt                   1390                53600   4155        0.461            2140
4_1_cts                   1660                53600   4153        0.461            2090
3_5_place_dp              1670                50300   3960        0.432            2810
3_3_place_gp              1770                50300   3960        0.432            2810
2_1_floorplan             4370                47000   2400            -            2080
6_report                  1590                53600   4157        0.461            2110
Power is estimated from default activity; no workload was simulated.
